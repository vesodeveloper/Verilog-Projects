==> flow/config.mk <==
export PLATFORM = sky130hd
export DESIGN_NAME = d_p_mem
export DESIGN_NICKNAME = d_p_mem
export VERILOG_FILES = /design/flow/design.v
export SDC_FILE = /design/flow/constraint.sdc
export NUM_CORES = 4
export LEC_CHECK = 1
export CORE_UTILIZATION = 40
==> flow/constraint.sdc <==
current_design d_p_mem

set clk_period 2.5
set clk_io_pct 0.2

create_clock -name clk0 -period $clk_period [get_ports {clk}]

set non_clock_inputs [all_inputs -no_clocks]
set_input_delay [expr $clk_period * $clk_io_pct] -clock clk0 $non_clock_inputs
set_output_delay [expr $clk_period * $clk_io_pct] -clock clk0 [all_outputs]
==> flow/design.v <==
module d_p_mem(
clk,
reset_n,
wE_0,
wE_1,
Addr_0,
Addr_1,
WrData_0,
WrData_1,
RdData_0,
RdData_1
);
    input clk, reset_n;
    input wE_0, wE_1;
    input [3:0] Addr_0, Addr_1;
    input [3:0] WrData_0, WrData_1;
    output [3:0] RdData_0, RdData_1;
    reg wE_0_r;
    reg wE_1_r;
    reg [3:0] Addr_0_r;
    reg [3:0] Addr_1_r;
    reg [3:0] WrData_0_r;
    reg [3:0] WrData_1_r;
    always @ (posedge clk or negedge reset_n)
        if(~reset_n) begin
            wE_0_r <= 1'b0;
            wE_1_r <= 1'b0;
            Addr_0_r <= 4'b0000;
            Addr_1_r <= 4'b0000;
            WrData_0_r <= 4'b0000;
            WrData_1_r <= 4'b0000;
        end
        else begin
            wE_0_r <= wE_0;
            wE_1_r <= wE_1;
            Addr_0_r <= Addr_0;
            Addr_1_r <= Addr_1;
            WrData_0_r <= WrData_0;
            WrData_1_r <= WrData_1;
        end
    reg [3:0] mem_array [0:15];
    always @(*)
        if(wE_0_r && wE_1_r && Addr_0_r && Addr_1_r )
            mem_array[Addr_0_r] = 8'bxxxxxxxx;
        else begin
            if(wE_0_r)
                mem_array[Addr_0_r] = WrData_0_r;
            if(wE_1_r)
                mem_array[Addr_1_r] = WrData_1_r;
        end
    assign RdData_0 = mem_array[Addr_0_r];
    assign RdData_1 = mem_array[Addr_1_r];
    integer i;
    initial begin
        for(i=0;i<16;i=i+1)
            mem_array[i] = 0;
    end
endmodule
==> flow/run.sh <==
#!/bin/bash
# OpenROAD 26Q1-2900-gdf79404cd8, Yosys 0.63+post, stock flow scripts
make -C /OpenROAD-flow-scripts/flow DESIGN_CONFIG=/design/flow/config.mk WORK_HOME=/design/flow/orfs finish
==> impl_metrics.toml <==
# flow metrics
[timing]
setup_tns_ns = 0
slew_headroom = 0.4468
period_used_share = 0.9932
fmax_mhz = 402.7
setup_slack_ns = 0.01692
setup_viol = 0
slew_violations = 0
min_period_ns = 2.483
grt_setup_unrepaired = "true"
untimed_endpoints = 64
unclocked_regs = 64
hold_viol = 0
worstMarginPinSlew_ns = 0.8298

[global_routing]
gr-total-overflow = 0
grt_max_degree = 19
grt_pass1_wl_um = 25500
grt_pass1_vias = 4296
antenna_found_initial = 0
track_usage = 0.3072

[power_and_ir_drop]
finalPower_uw = 1787
clkPwrFrac = 0.101
swShare = 0.4145
power_switching_uw = 740.5
internal_power_uw = 1046
power.density_mw_per_mm2 = 325.2
seqPwrFrac = 0.464
peakVddDrop_v = 0.0004384
leakagePower_uw = 0.002370
pwr-share-comb = 0.435

[floorplanning]
initCoreUtil = 0.4112
pin_count = 28
rows = 38
chipArea_mm2 = 0.01162
die.size.y_um = 107.8
die_x_um = 107.8
coreArea_mm2 = 0.01089

[placement]
io_buffers = 27
dp_hpwl_um = 12540
place_ws_ns = -0.06027
gp_congestion = 1.021

[clocking]
cts.path.max_buffers = 2
clk_pin_slew_ns = 0.06
cts_tree = "yes"
numCtsBuffers = 3
htreeDepth = 1
hold_buffers = 0
cts_root_buffer = "clkbuf_8"

[synthesis]
ys_seq_elements = 82
postSynthCellCount = 575
ys_async_sr_fraction = 0.2195
ys.warnings.count = 130
synth.avg_cell_area_um2 = 7.786
edf_count = 0
syn-cell-area_mm2 = 0.004477
ys_cells = 575
ys_area_mm2 = 0.004477
synthDistinctLibCells = 59
synth-main-ff-cell = "dlxtn_1"

[route]
firstDrtPassIters = 6
wl_um = 16580
vias = 4563
vias_per_cell = 5.988
num_antenna_cells = 0
route.antenna.remaining_nets = 0
wl_per_cell_um = 21.75
first_iter_violations = 354
drc = 0

[setup_path]
cp_max_fo = 2
crit_type = "reg2out"
arrival_ns = 1.98
worstSetupStartpointType = "flip-flop"
crit_path_end_kind = "output port"
critPathRequiredTime_ns = 2.00

[cells_and_area]
drive_above_1_share = 0.2170
layout_top_cell = "mux2i_1"
logic_area_mm2 = 0.002985
finish.utilization = 0.5045
mostFrequentLayoutCells = "73 x mux2i_1, 64 x dlxtn_1, 57 x nand2_1"
regArea_mm2 = 0.001416
fill_cells = 978
area_delta_synth_final_pct = 22.69

[run_status]
outcome = "finished, final reports clean"

[flow_run]
drv_cap = 0
warning_count = 27

[worst_hold_path]
hold_path_class = "in2async"
## what timing repair did
item / in CTS / in global routing
resized: 51 / 32
pin swaps: 29 / 20
setup endpoints to repair: 8 / 8
buffers inserted: 20 / 3
## stage by stage
stage | std cells | instance area (um2) | hold WS [ns]
floorplan | 575 | 4477 | 0.2044
CTS | 760 | 5363 | 0.5710
finish | 762 | 5493 | 0.5722
global route | 762 | 5493 | 0.6055
global placement | 738 | 5067 | 0.8351
detailed placement | 738 | 5067 | 0.8355
## synthesized netlist by cell type, types with 3 or more instances
master / n / area (um2)
mux2i_1: 77 / 770.7
nor2_1: 55 / 206.5
a221oi_1: 4 / 35.03
a32oi_1: 7 / 61.31
nand2b_1: 6 / 37.54
a211oi_1: 3 / 22.52
buf_2: 17 / 85.08
and3_1: 7 / 43.79
nor2_2: 12 / 75.07
a31oi_1: 12 / 75.07
nor2b_1: 12 / 75.07
a21oi_1: 50 / 250.2
buf_1: 6 / 22.52
o32a_1: 3 / 30.03
nor3b_1: 3 / 22.52
nor3_1: 3 / 15.01
o22ai_1: 5 / 31.28
buf_4: 5 / 37.54
nand4_1: 5 / 31.28
o21ai_0: 38 / 190.2
dlxtn_1: 64 / 960.9
nand3_1: 18 / 90.09
nand2_1: 58 / 217.7
clkbuf_1: 18 / 67.56
mux2_2: 6 / 67.56
inv_1: 11 / 41.29
a21boi_0: 6 / 45.04
o211ai_1: 3 / 22.52
a22oi_1: 5 / 37.54
dfrtp_1: 18 / 450.4
## kinds of logic (layout without fill, tap and decap cells)
group	Yosys count	after routing	share of synthesized area
AND/OR/NAND/NOR	197	197	0.2146
AND-OR/OR-AND	151	151	0.2077
multiplexers	86	86	0.2007
latches	64	64	0.2146
buffers and inverters	59	106	0.06177
flip-flops	18	18	0.1006
## worst max-delay path by stage
stage | endpoint | startpoint | cells past startpoint
5_1_grt | RdData_1[3] | Addr_1_r[0]$_DFF_PN0_ | 7
4_1_cts | RdData_1[3] | Addr_1_r[0]$_DFF_PN0_ | 8
6_report | RdData_1[3] | Addr_1_r[0]$_DFF_PN0_ | 7
## sequential cells by signal, summed over array words and instances, names as in the netlist
| register | cells |
|---|---|
| mem_array | 64 |
| Addr_0_r | 4 |
| Addr_1_r | 4 |
| WrData_0_r | 4 |
| WrData_1_r | 4 |
| wE_0_r | 1 |
| wE_1_r | 1 |
## power groups by stage
stage | combinational (uW) | clock, uW | sequential [uW]
after CTS | 735 | 190 | 810
after global routing | 849 | 207 | 839
final | 777 | 181 | 829
## layer usage
| layer | global-route usage | up-vias | part of all wire |
|---|---|---|---|
| li1 | - | 2152 | - |
| met1 | 0.4432 | 2118 | 0.44 |
| met2 | 0.4734 | 240 | 0.44 |
| met3 | 0.05679 | 53 | 0.083 |
| met4 | 0.09491 | 0 | 0.038 |
| met5 | 0 | - | 0 |
## area by class of cell
cell class,instances,area share
Multi-Input combinational cell,434,0.5435
Sequential cell,82,0.2579
Timing Repair Buffer,92,0.1510
Tap cell,140,0.03189
Inverter,11,0.008200
Clock buffer,3,0.007517
## critical path, cell delays in order, from the launching register on
cell and delay, ns:
dfrtp_1 0.40, buf_6 0.12, mux4_2 0.49, nand2_2 0.11, o31ai_2 0.06, and2_1 0.15
o32a_1 0.29, buf_2 0.12
No activity file was given, so power comes from the tool's default toggle rates.
